==> design.v <==
`timescale 1ns / 10ps
module counter
#(parameter
   WIDTH = 4
)(
   input  logic               clk,
   input  logic               reset,
   input  logic               cnt_en,
   input  logic               dir,       
   output logic [WIDTH-1:0]   cnt_val
);
always_ff @(posedge clk) begin
   if (reset) begin
      cnt_val <= 0;
   end else begin
      if (cnt_en) begin
         if (dir) begin
            cnt_val <= cnt_val + 1;
         end else begin
            cnt_val <= cnt_val - 1;
         end
      end
   end
end
endmodule  
`timescale 1ns / 10ps
module counter_top
#(parameter
  WIDTH = 4, 
  DIV   = 125000000
  )(
   input  logic               clk,
   input  logic               reset,
   input  logic               enable,
   input  logic               dir,       
   output logic [WIDTH-1:0]   leds
);
logic [26:0]   div_cnt; 
logic          div_clr;
always_ff @(posedge clk) begin
   if (reset) begin
      div_cnt <= 0;
   end else begin
      if (div_clr) begin
         div_cnt <= 0;
      end else begin
         div_cnt <= div_cnt + 1;
      end
   end
end
assign div_clr = (div_cnt == DIV - 1) ? 1'b1 : 1'b0; 
counter #(
   .WIDTH      (WIDTH)
) counter_rtl (
   .clk        (clk), 
   .reset      (reset), 
   .cnt_en     (div_clr & enable), 
   .dir        (dir), 
   .cnt_val    (leds)
);
endmodule  
==> run.sh <==
#!/bin/bash
# OpenROAD 26Q1-2900-gdf79404cd8, Yosys 0.63+post, stock flow scripts
make -C /OpenROAD-flow-scripts/flow DESIGN_CONFIG=/design/flow/config.mk WORK_HOME=/design/flow/orfs finish
==> config.mk <==
export PLATFORM = sky130hd
export DESIGN_NAME = counter_top
export DESIGN_NICKNAME = counter_top
export VERILOG_FILES = /design/flow/design.v
export SDC_FILE = /design/flow/constraint.sdc
export NUM_CORES = 4
export LEC_CHECK = 1
export CORE_UTILIZATION = 30
==> constraint.sdc <==
current_design counter_top

set clk_period 4.3
set clk_io_pct 0.2

create_clock -name clk0 -period $clk_period [get_ports {clk}]

set non_clock_inputs [all_inputs -no_clocks]
set_input_delay [expr $clk_period * $clk_io_pct] -clock clk0 $non_clock_inputs
set_output_delay [expr $clk_period * $clk_io_pct] -clock clk0 [all_outputs]
==> summary.json <==
{
  "final_timing": {
    "timing.final.hold_violations": 0,
    "skew_final_ns": 0.00475,
    "worst_slew_margin_rel": 0.705,
    "timing.setup.tns_ns": 0,
    "fin_hold_ws_ns": 0.479,
    "achievable-frequency_ghz": 0.419,
    "grt_setup_unrepaired": "false",
    "timing.final.setup_violations": 0,
    "final_critical_path_time_including_i_o_delays_and_setup_ns": 2.39,
    "final.period_utilization": 0.555,
    "report.final.slew_viol_count": 0,
    "timing_worst_slew_pin_value_ns": 0.436,
    "worst_slack_ns": 1.91
  },
  "floorplanning": {
    "floorplan.initialDensity": 0.319,
    "chip_area_sq_um": 5450,
    "rows": 25,
    "die_height_um": 73.8,
    "chipWidth_um": 73.8,
    "io_pins": 8,
    "core-area_sq_um": 4850
  },
  "clocking": {
    "worstSkewPairLatency_ns": 0.28,
    "worst_setup_hold_path_clk_slew_ns": 0.06,
    "post-cts-setup-buffer-count": 0,
    "cts-hold-fix-buffers": 0,
    "maximum_root_to_sink_buffer_count": 2,
    "cts_tree": "yes",
    "tritoncts.num_buffers": 5,
    "cts.sinks": 31,
    "htreeDepth": 2,
    "ctsResizeCount": 0,
    "clock-root-buffer": "clkbuf_8"
  },
  "final_layout": {
    "fin_area_sq_um": 1770,
    "final_core_density": 0.365,
    "layout.cells.non_filler": 250,
    "mi_logic_area_sq_um": 878,
    "fillers": 487,
    "post_route_cells_drive_above_1_share": 0.0984,
    "final-seq-area_sq_um": 621,
    "syn_to_layout_area_delta_pct": 14.5
  },
  "setup_path": {
    "critical_path_required_ns": 4.47,
    "timing.critical_path.cells": "clkdlybuf4s50_1 -> inv_1 -> ha_1 -> a21oi_1 -> a21oi_1 -> o211ai_1 -> mux2_2",
    "worstRegToRegCells": 5,
    "cp_slowest_stage_delay_ns": 0.45,
    "number_of_cells_on_the_critical_path": 7,
    "end_kind": "register",
    "worstSetupStartpointType": "input pin",
    "path_max_fanout": 5,
    "regToRegEndpoint": "div_cnt[26]",
    "cp.buffers_inverters": 2,
    "worst-r2r-setup-slack_ns": 2.26,
    "timing.rr.start": "div_cnt[0]",
    "timing.critical_path.slowest_stage_cell": "clkdlybuf4s50_1",
    "timing.critical_path.mode_cell": "a21oi_1",
    "cpLargestDelayFamily": "buffers and inverters",
    "cp.arrival_ns": 2.55,
    "crit_type": "in2reg"
  },
  "routing": {
    "dr.pass1.iters": 4,
    "route.detailed.drc": 0,
    "postRouteWirelength_mm": 3.02,
    "vias_per_cell": 5.01,
    "detail_route.antenna_diodes": 0,
    "detailroute.via_count": 1253,
    "ant_nets": 0,
    "drtIter0Drc": 59,
    "post_drt_wl_per_cell_um": 12.1
  },
  "yosys": {
    "enable_flop_cells": 0,
    "top_cell_area_share": 0.401,
    "yosys.stat.chipArea_sq_um": 1550,
    "synth.distinct_cells": 37,
    "top_cells_by_area": "dfxtp_1 40%, a21oi_1 5.2%, xor2_1 4.0%, nor2_1 3.9%, nand3_1 3.6%",
    "combined_area_of_all_synthesized_cells_sq_um": 1550,
    "synth_sequential_area_ratio": 0.401,
    "synthTopCellsByCount": "31 x dfxtp_1, 16 x a21oi_1, 16 x nor2_1",
    "flop_cell": "dfxtp_1",
    "synth-seq-cells": 31,
    "synthesis.yosys.warnings": 2,
    "synthCells": 174,
    "post-synth-top-area-cell": "dfxtp_1",
    "yosysCellCount": 174,
    "async_reset_ff_frac": 0,
    "syn-mean-instance-area_sq_um": 8.90,
    "netlist.top_cell.by_instances": "dfxtp_1"
  },
  "hold_path": {
    "holdPathStages": 1,
    "hold_path_end": "div_cnt[0]",
    "min-delay-start": "div_cnt[0]",
    "holdCritPathClass": "reg2reg"
  },
  "place": {
    "detailedPlacementHpwl_mm": 2.06,
    "dp_worst_setup_slack_ns": 1.62,
    "placedCellCount": 242,
    "buffer_ports.inserted": 7,
    "placed_area_sq_um": 1670,
    "gp_routability_congestion": 0.881
  },
  "power": {
    "power.ir.vdd_worst_mv": 0.180,
    "switchingPower_uw": 113,
    "power.sequential.fraction": 0.526,
    "power.static_leakage_nw": 0.590,
    "net_sw_frac": 0.204,
    "power_density_nw_per_um2": 313,
    "combinationalPowerShare": 0.028,
    "power.total_uw": 555,
    "cellInternalPower_uw": 442,
    "power.clock.fraction": 0.446
  },
  "global_routing": {
    "grt_antenna_before_repair": 0,
    "grt_pass1_vias": 1130,
    "grt_first_pass_wirelength_mm": 5.35,
    "track_usage": 0.127,
    "grt_remaining_overflow": 0,
    "pin_count_of_the_biggest_net_entering_global_routing": 27
  },
  "run_status": {
    "status": "finished clean"
  },
  "run": {
    "warnings": 25,
    "maxCapViolations": 0
  }
}
[how the worst max path moves through the flow]
stage	startpoint	to	slack, ns
after CTS	dir	counter_rtl.cnt_val[3]	1.91
after global routing	dir	counter_rtl.cnt_val[3]	1.83
final	dir	counter_rtl.cnt_val[3]	1.91
[flip-flops by register name, indices dropped and copies added (netlist names)]
register	count
div_cnt	27
counter_rtl.cnt_val	4
[cell usage in the layout, fill, tap and decap left out, types with 7 or more instances in the layout]
cell / instances
nand2_1: 9
o31ai_1: 7
dfxtp_1: 31
nor2_1: 16
xor2_1: 7
clkbuf_8: 7
nand3_1: 11
a21oi_1: 16
clkdlybuf4s50_1: 7
[metal layers]
| layer | global-route usage | vias up | share of wire |
|---|---|---|---|
| li1 | - | 663 | - |
| met1 | 0.207 | 568 | 0.53 |
| met2 | 0.176 | 20 | 0.41 |
| met3 | 0.0291 | 2 | 0.053 |
| met4 | 0.0214 | 0 | 0.0069 |
| met5 | 0 | - | 0 |
[logic make-up after synthesis]
logic type | count (synthesis) | synth area share
DFF | 31 | 0.401
and+or+nand+nor | 79 | 0.303
adders and majority gates | 4 | 0.0372
buffers and inverters | 10 | 0.0315
muxes | 1 | 0.00728
xor gates and xnor gates | 13 | 0.0736
AOI/OAI and AO/OA | 36 | 0.146
[final cells by class]
class	instances	area share
timing repair buffer	8	0.0438
clock buffer	8	0.0565
sequential	31	0.350
tap	67	0.0473
multi-input combinational	133	0.496
inverter	3	0.00636
[power groups by stage]
stage	sequential [mW]	combinational, mW	clock, mW
finish	0.292	0.0154	0.248
global route	0.292	0.0177	0.266
CTS	0.292	0.0157	0.254
[worst reg2reg max path, stage by stage, from the launching register on]
cell	delay, ns
dfxtp_1	0.38
ha_1	0.22
nand3_1	0.15
or4_4	0.63
or4_1	0.42
a21oi_1	0.16
Power and IR drop assume default switching activity.
